`./run.sh`:
```
#!/bin/bash
# OpenROAD 26Q1-2900-gdf79404cd8, Yosys 0.63+post, stock flow scripts
make -C /OpenROAD-flow-scripts/flow DESIGN_CONFIG=/design/flow/config.mk WORK_HOME=/design/flow/orfs finish
```
`./config.mk`:
```
export PLATFORM = sky130hd
export DESIGN_NAME = hsCounter
export DESIGN_NICKNAME = hsCounter
export VERILOG_FILES = /design/flow/design.v
export SDC_FILE = /design/flow/constraint.sdc
export NUM_CORES = 4
export LEC_CHECK = 1
export CORE_AREA = 10 10 70 70
export DIE_AREA = 0 0 80 80
```
`./constraint.sdc`:
```
current_design hsCounter

set clk_period 2.2
set clk_io_pct 0.2

create_clock -name clk0 -period $clk_period [get_ports {clk}]

set non_clock_inputs [all_inputs -no_clocks]
set_input_delay [expr $clk_period * $clk_io_pct] -clock clk0 $non_clock_inputs
set_output_delay [expr $clk_period * $clk_io_pct] -clock clk0 [all_outputs]
```
`./design.v`:
```
`timescale 1ns / 1ps
module hsCounter(
    input clk,
    output hSync,
    output hDisp,
    output EOL,
    output [10:0] hCount
    );
    reg [10:0] Hcount;
    assign hCount = Hcount;
    initial
    begin
        Hcount <= 0;
    end
    always@(posedge clk)
    begin
        Hcount <= Hcount + 1;
        if(Hcount == 799)
        begin 
            Hcount <= 0;
        end
    end
    assign hSync = (Hcount < 96)? 0 : 1;
    assign hDisp = (Hcount > 144)? ((Hcount < 784)? 1:0):0; 
    assign EOL  = (Hcount == 799)? 1:0;
endmodule
```
==> results.yml <==
# synthesis and place-and-route metrics
outcome:
  outcome: "finished, final reports clean"
clock_network:
  clk-insertion-delay-late_ps: 270
  hold_buffers: 0
  clk_pin_slew_ps: 70
  cts-htree-levels: 1
  root_buffer: "clkbuf_4"
  clock-sinks: 11
  cts_buffers: 3
  cts_max_path_buffers: 2
  cts_tree: "yes"
final_timing:
  fin_worst_skew_ps: 3.41
  worst_pin_slew_ps: 292
  finalMaxSlewViolations: 0
  finalCritPeriodShare: 0.972
  hold_ws_ps: 475
  max_freq_mhz: 468
  fin_crit_ps: 2140
  rsz0062_at_grt: "no"
  finalSetupViolCount: 0
  hold_viol_final: 0
  slew_headroom: 0.803
power_and_ir_drop:
  p_comb_frac: 0
  peakVddDrop_mv: 0.218
  power.internal_mw: 0.265
  p_leak_nw: 0.315
  clkPwrFrac: 0.413
  p_switching_mw: 0.0671
  seq_power_share: 0.587
  p_per_area_mw_per_mm2: 401
  switching_share: 0.202
routing:
  drtIter0Drc: 24
  viasPerCell: 4.21
  antenna_cells: 0
  dr.pass1.iters: 4
  postRouteAntennaNets: 0
  via_count: 531
  totalWireLength_um: 1490
  drc: 0
  wl_per_cell_um: 11.8
finish:
  ff_latch_area_um2: 235
  syn_to_final_growth_pct: 54.3
  fill_cells: 384
  drive_above_1_share: 0.288
  comb_area_um2: 310
  top_regs: "Hcount: 11 flops"
  final_core_util: 0.242
  largest_register_ffs: 11
  design_area_um2: 828
  regMostFlops: "Hcount"
placed_design:
  place.port_buffers: 14
  placed_area_um2: 752
  place_congestion: 0.884
  place_hpwl_um: 1070
floorplan:
  die_h_um: 80
  fp-utilization: 0.157
  ios: 15
  fp-row-count: 21
  chipArea_mm2: 0.00640
  core_mm2: 0.00342
  die_w_um: 80
critical_path:
  startpoint_type: "flop"
  path_class: "reg -> out"
  worst-path-max-fanout: 6
  critPathArrivalTime_ps: 1700
  required_ps: 1760
  end_kind: "output pin"
grt:
  grt_pass1_vias: 489
  antenna_found_initial: 0
  grt_max_degree: 9
  grt_overflow: 0
  grt_first_pass_wirelength_um: 2470
  gr-usage-all-layers: 0.0468
logic_synthesis:
  area_leaders: "dfxtp_1 41%, xor2_1 6.5%, nand3_1 4.7%"
  syn_inst: 57
  ys_area_um2: 537
  syn_area_um2: 537
  synth_top_cell_by_area: "dfxtp_1"
  yosys_warnings: 1
  synth-seq-cells: 11
  synth.avg_cell_area_um2: 9.42
  top_area_frac: 0.410
  synth_cell_types: 25
  seq_area_frac_synth: 0.410
  yosysCellCount: 57
hold_path:
  min_path_type: "reg -> reg"
job:
  cap_violations: 0
  tool_warnings: 26
==> synthesized netlist by cell type (all sizes together) <==
master and number:
a31oi 1, ha 1, a41oi 1, xor2 4, dfxtp 11, nand3 5
nor2b 1, nand4 2, o21ai 2, xnor2 2, a21oi 2, or3 2
buf 3, or4 3, nor3 3, nor4 1, and4 1, a211oi 1
nor2 5, nand2 4, o311ai 1, o31ai 1
==> power groups by stage <==
stage	registers (mW)	clock network, mW	logic (mW)
6_report	0.195	0.137	0.000000207
5_1_grt	0.195	0.153	0.000000207
4_1_cts	0.196	0.143	0.000000200
==> layer usage <==
| layer | routed length, um | part of all wire | vias up | global-route usage |
|---|---|---|---|---|
| met5 | 0 | 0 | - | 0 |
| met4 | 12 | 0.0081 | 0 | 0.00528 |
| met1 | 789 | 0.53 | 253 | 0.0674 |
| met3 | 141 | 0.095 | 2 | 0.0239 |
| met2 | 546 | 0.37 | 16 | 0.0618 |
| li1 | - | - | 260 | - |
==> critical path, stage by stage (launching register included) <==
cell and delay [ps]:
dfxtp_4 360, buf_4 140, or4_4 510, nor3_4 200, dlygate4sd2_1 230
==> area by class of cell <==
cell class | count | area share
Clock buffer | 4 | 0.0317
Multi-Input combinational cell | 43 | 0.375
Sequential cell | 11 | 0.284
Tap cell | 46 | 0.0695
Timing Repair Buffer | 22 | 0.240
==> kinds of logic (layout without fill, tap and decap cells) <==
family,Yosys count,after routing,share of synthesized area
AOI/OAI and AO/OA,9,9,0.124
and+or+nand+nor,27,27,0.294
buffers and inverters,3,26,0.0513
xor gates and xnor gates,6,6,0.0979
adders and majority gates,1,1,0.0233
DFF,11,11,0.410
==> through the flow <==
step	TNS, ps	total power, mW	std cells	worst slack, ps
3_5_place_dp	0	0.204	120	75.2
5_1_grt	0	0.348	126	10.2
4_1_cts	-44.7	0.339	124	-44.7
6_report	0	0.332	126	61.7
2_1_floorplan	0	0.204	57	529
3_3_place_gp	0	0.204	120	62.4
==> layout by cell type (no fill, tap or decap) <==
cell,instances
o21ai_0,2
or3_1,2
a41oi_1,1
or4_1,1
clkdlybuf4s50_1,12
nand2_1,4
nor2_1,5
xnor2_1,2
o311ai_4,1
dfxtp_4,3
dlygate4sd2_1,1
a21oi_1,2
xor2_1,4
buf_4,8
dfxtp_2,3
nor3_1,2
a211oi_2,1
nand4_1,2
clkdlybuf4s15_1,1
clkbuf_1,1
a31oi_1,1
dfxtp_1,5
or4_4,2
nor3_4,1
nor2b_1,1
nor4_1,1
nand3_1,5
and4_1,1
clkbuf_4,3
o31ai_1,1
ha_2,1
==> timing repair <==
| action | 4_1_cts | 5_1_grt |
|---|---|---|
| pin swaps | 4 | 3 |
| gates resized | 13 | 3 |
| endpoints found under the setup margin | 2 | 1 |
| setup buffers | 0 | 2 |
==> path summary, 6_finish.rpt <==
path,start,endpoint,slack [ps],cells after the start
max,Hcount[5]$_SDFF_PP0_,EOL,60,4
min,Hcount[0]$_SDFF_PP0_,Hcount[0]$_SDFF_PP0_,480,1
max reg2reg,Hcount[5]$_SDFF_PP0_,Hcount[9]$_SDFF_PP0_,680,5
min reg2reg,Hcount[0]$_SDFF_PP0_,Hcount[0]$_SDFF_PP0_,480,1
No activity file was given, so power comes from the tool's default toggle rates.
