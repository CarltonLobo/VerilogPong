### /design/flow/run.sh
#!/bin/bash
# OpenROAD 26Q1-2900-gdf79404cd8, Yosys 0.63+post, stock flow scripts
make -C /OpenROAD-flow-scripts/flow DESIGN_CONFIG=/design/flow/config.mk WORK_HOME=/design/flow/orfs finish
### /design/flow/design.v
`timescale 1ns / 1ps
module vsCounter(
    input clk,
    input EOL,
    output vSync,
    output vDisp,
    output EOD,
    output [10:0] vCount
    );
    reg [10:0] Vcount;
    assign vCount = Vcount;
    initial
    begin
        Vcount <= 0;
    end
    always@(posedge clk)
    begin
        if(EOL)
        begin
            Vcount <= Vcount + 1;
            if(Vcount == 524)
            begin 
                Vcount <= 0;
            end
        end
    end
    assign vSync = (Vcount < 2)? 0 : 1;
    assign vDisp = (Vcount > 31)? ((Vcount < 511)? 1:0):0; 
    assign EOD  = (Vcount == 524)? 1:0;
endmodule
### /design/flow/config.mk
export PLATFORM = sky130hd
export DESIGN_NAME = vsCounter
export DESIGN_NICKNAME = vsCounter
export VERILOG_FILES = /design/flow/design.v
export SDC_FILE = /design/flow/constraint.sdc
export NUM_CORES = 4
export LEC_CHECK = 1
export CORE_AREA = 10 10 74 74
export DIE_AREA = 0 0 84 84
### /design/flow/constraint.sdc
current_design vsCounter

set clk_period 2.1
set clk_io_pct 0.2

create_clock -name clk0 -period $clk_period [get_ports {clk}]

set non_clock_inputs [all_inputs -no_clocks]
set_input_delay [expr $clk_period * $clk_io_pct] -clock clk0 $non_clock_inputs
set_output_delay [expr $clk_period * $clk_io_pct] -clock clk0 [all_outputs]
==> out/qor.csv <==
metric;value;unit
grt_max_degree;12;
ant_nets;0;
power.density;625;nW/um2
syn_area_per_cell;11.2;um2
cts_buffers;3;
clkPwrFrac;0.336;
route.met3.wl;126;um
flop_area;330;um2
largest_register_ffs;11;
drive_gt1_frac;0.261;
viasPerCell;3.99;
start_kind;register;
first_pass_iters;4;
hold_violations;0;
io_buffers;15;
max_clock_freq;498;MHz
wl;1540;um
via_count;550;
min_period;2.01;ns
detail_route.wl_per_cell;11.2;um
routed.top_layer;met3;
synth_seq_share;0.516;
topCellsByArea;edfxtp_1 52%, xnor2_1 5.5%, xor2_1 4.1%;
synth_cell_types;26;
cts.sinks;11;
antenna_found_initial;0;
worstSkewPairLatency;0.23;ns
synth_top_cell_by_count;edfxtp_1;
hold_path_class;reg2reg;
drv_cap;0;
core_area;3970;um2
finalClockSkew;0.00384;ns
synth_area;641;um2
area.growth.synth_to_final;53.9;%
cts_buffer_depth;2;
stdcell_count;138;
synth-async-reset-ratio;0;
path_clk_slew;0.05;ns
die_y;84;um
yosys-top-cells-count;11 x edfxtp_1, 6 x nand2_1, 6 x nor2_1, 4 x xnor2_1;
dp_cells;132;
first_global_vias;531;
h-tree-depth;1;
wl_met1;845;um
maxSlewHeadroom;0.659;
met2WireLength;572;um
critPathRequiredTime;1.68;ns
ff_type;edfxtp_1;
setup_viol;0;
num_rows;23;
switchingPower;144;uW
power.share.switching;0.234;
ir_drop;0.367;mV
track_usage;0.0412;
warnings;28;
slowest_stage;or4_4;
ys_ff;11;
cts_tree;built;
drv_slew;0;
crit_type;reg2out;
yosys_warnings;1;
clock-root-buffer;clkbuf_8;
dp_hpwl;1180;um
combPwrFrac;0.199;
logic_area;300;um2
fp_util;0.161;
gp_congestion;0.837;
period_used_share;0.957;
antenna_cells;0;
grt_setup_unrepaired;yes;
grt-ovfl-total;0;
crit_fanout;3;
crit_path_end_kind;output port;
die_w;84;um
finalCoreUtilization;0.248;
ys_cells;57;
critical_path.max_stage_delay;0.57;ns
io_pins;16;
ys_chip_area;641;um2
top_register;Vcount;
whs;0.642;ns
path_cells;or4_4 > buf_6 > o21a_1 > buf_2;
worstMarginPinSlew;0.510;ns
worstPathArrival;1.59;ns
die_area;7060;um2
top_area_frac;0.516;
syn_inst;57;
initialDrtViolationCount;20;
pwr-share-seq;0.465;
status;finished, final reports clean;
drc;0;
yosysTopAreaCell;edfxtp_1;
edf_count;11;
grt_pass1_wl;2440;um
p_leak;0.000366;uW
reg.largest.list;Vcount (11);
nFillCells;417;
p_int;472;uW
timing repair:
item                       4_1_cts  5_1_grt
setup endpoints to repair        3        2
pin swaps                        3        2
resized                         11        1
hold buffers                     0        0
setup buffers                    2        0
power by group through the flow:
stage,logic (uW),registers [uW],clock network [uW]
after CTS,125,286,214
final,122,287,207
after global routing,136,288,229
metal layers:
metal / vias to the layer above / GRT usage
met3: 0 / 0.0207
met4: 0 / 0.00152
li1: 278 / -
met2: 17 / 0.0544
met1: 255 / 0.0609
met5: - / 0
layout make-up:
| type | count | area share |
|---|---|---|
| sequential | 11 | 0.335 |
| multi-input combinational | 43 | 0.305 |
| timing repair buffer | 28 | 0.244 |
| tap | 50 | 0.0635 |
| clock buffer | 4 | 0.0457 |
| inverter | 2 | 0.00761 |
cell families (layout without fill, tap and decap cells):
family                     count (synthesis)  count (layout)  share of synthesized area
xor gates and xnor gates                   7               7                     0.0957
adders and majority gates                  2               2                     0.0391
DFF                                       11              11                      0.516
AOI/OAI and AO/OA                          7               7                     0.0781
and+or+nand+nor                           27              27                      0.252
buffers and inverters                      3              34                     0.0195
critical path: cells and delay by family (launching register included):
kind | cells | cell delay, ns
AND-OR/OR-AND | 1 | 0.16
buffers and inverters | 2 | 0.25
flip-flops | 1 | 0.37
AND/OR/NAND/NOR | 1 | 0.57
cells in the final DEF, fill, tap and decap left out, drive strengths merged:
master         instances
nand3                  4
a21oi                  1
nand4                  2
o21a                   1
nor4                   1
and3                   1
nor2                   6
nand3b                 1
nor3                   2
xor2                   3
nor2b                  1
o2111ai                1
xnor2                  4
ha                     2
inv                    2
clkdlybuf4s50         12
o31a                   1
a211oi                 1
nand2                  6
edfxtp                11
and4                   1
buf                   15
clkbuf                 5
o31ai                  1
or4                    2
o21ai                  1
per-stage QoR:
step | TNS (ns) | area (um2) | worst slack [ns] | total power (uW)
after floorplan | 0 | 641 | 0.469 | 334
after global placement | 0 | 931 | 0.0372 | 410
after detailed placement | 0 | 931 | 0.0416 | 412
after CTS | -0.0558 | 991 | -0.0558 | 625
after global routing | -0.0000809 | 986 | -0.0000809 | 653
final | 0 | 986 | 0.0901 | 616
path summary, 6_finish.rpt:
path	endpoint	from	cells past startpoint	slack, ns
min	Vcount[10]$_SDFFCE_PP0P_	Vcount[10]$_SDFFCE_PP0P_	1	0.64
max reg2reg	Vcount[9]$_SDFFCE_PP0P_	Vcount[8]$_SDFFCE_PP0P_	5	0.40
max	vDisp	Vcount[8]$_SDFFCE_PP0P_	4	0.09
min reg2reg	Vcount[10]$_SDFFCE_PP0P_	Vcount[10]$_SDFFCE_PP0P_	1	0.64
Power is estimated from default activity; no workload was simulated.
