==> design.v <==
`timescale 1ns / 1ps
module gameClk(
    input clk,
    output reg gClk
    );
    reg [22:0] counter;
    initial 
    begin
        gClk <= 0;
    end
    always@(posedge clk)
    begin
        counter <= counter + 1;
        if(counter == 23'd999999)
        begin
            counter <= 23'b0;
            gClk <= ~gClk;
        end
    end
endmodule
==> run.sh <==
#!/bin/bash
# OpenROAD 26Q1-2900-gdf79404cd8, Yosys 0.63+post, stock flow scripts
make -C /OpenROAD-flow-scripts/flow DESIGN_CONFIG=/design/flow/config.mk WORK_HOME=/design/flow/orfs finish
==> config.mk <==
export PLATFORM = sky130hd
export DESIGN_NAME = gameClk
export DESIGN_NICKNAME = gameClk
export VERILOG_FILES = /design/flow/design.v
export SDC_FILE = /design/flow/constraint.sdc
export NUM_CORES = 4
export LEC_CHECK = 1
export CORE_AREA = 10 10 91 91
export DIE_AREA = 0 0 101 101
==> constraint.sdc <==
current_design gameClk

set clk_period 3.2
set clk_io_pct 0.2

create_clock -name clk0 -period $clk_period [get_ports {clk}]

set non_clock_inputs [all_inputs -no_clocks]
set_input_delay [expr $clk_period * $clk_io_pct] -clock clk0 $non_clock_inputs
set_output_delay [expr $clk_period * $clk_io_pct] -clock clk0 [all_outputs]
==> CHANGELOG.md <==
## Flow update

* Pleak at 0.000425 uW
* GRT Residual Overflow at 0
* Fraction of layout cells with a size suffix above 1 at 10.4%
* CTS tree: built
* YS chip area at 1030 um2
* Hold_ws at 0.461 ns
* Dpl hpwl at 1240 um
* Overall routed net length at 1700 um
* Initial antenna violation count at 0
* Core area at 6350 um2
* Final period utilization at 60.9%
* Post_cts resized at 0
* Hold Crit Class: flip-flop to flip-flop
* # Cells Yosys at 111
* Number of setup buffers added after CTS at 0
* Syn_area_per_cell at 9.31 um2
* Power Density at 404 nW/um2
* Mapped cell area at 1030 um2
* Post-Synthesis Cells at 111
* Inserted Clock Buffers at 3
* Synth cell types at 27
* Most frequent cell after synthesis: dfxtp_1
* Boundary pin count at 2
* Levels on crit path at 5
* Port bufs at 1
* Final TNS setup at 0 ns
* RSZ-0062 raised after global routing: false
* WL/cell at 8.88 um
* Largest area contributor in the netlist: dfxtp_1
* Psw at 90.9 uW
* Switch share at 18.9%
* Insertion Delay late pin at 0.26 ns
* Number of global-route vias before repair at 672
* Crit start category: flip-flop
* Vias/cell at 3.84
* Crit path DAT at 2.15 ns
* Horiz. Die Dim at 101 um
* Number of buffers and inverters on the critical path at 0
* Worst reg-to-reg setup slack at 1.25 ns
* Gate power share at 0%
* Crit path DRT at 3.40 ns
* Total track usage at 3.57%
* Final min period at 1.95 ns
* H-tree depth at 1
* Critical-path top delay cell: or4_1
* Synth warnings at 1
* Tightest Pin Transition at 0.522 ns
* Critical-path cell list: ha_1, nand4_1, or4_1, or3_1, a21oi_1
* Post-synth top area share at 44.6%
* F_max at 0.513 GHz
* # rows at 29
* Tool warnings at 25
* Ys async rst share at 0%
* Top cells by count: 23 x dfxtp_1, 13 x nor2_1, 10 x nand2_1, 9 x xnor2_1, 8 x xor2_1
* Reg power frac at 62.5%
* Critical setup path kind: flip-flop to flip-flop
* Pins Over Slew Limit at 0
* Post-route antenna net violation count at 0
* Setup crit end kind: flip-flop
* Worst-path clk slew at 0.08 ns
* Antenna Cells at 0
* Worst Hold Depth at 1
* Status: finished clean
* Max cap viols at 0
* Crit path max-delay family: simple AND/OR/NAND/NOR gates
* Top FF cell, synth: dfxtp_1
* Via count at 737
* CTS root buffer: clkbuf_8
* Pint at 389 uW
* Slew headroom at 64.9%
* Area Growth Syn to Fin at 14.9%
* Worst VDD drop at 211 uV
* DRC viols at 0
* Die boundary height at 101 um
* R2r worst-path depth at 5
* Final Skew at 0.00803 ns
* First-pass GRT wire length at 3090 um
* Largest net degree at the start of global routing at 14
* Fill cells at 675
* Sequential fraction of the synthesis area at 47.5%
* Final hold vios at 0
* Setup violations, final at 0
* CP max FO at 5
* Clock sinks at 24
* Post-CTS Hold Fix Bufs at 0
* Clock Tree Buf Depth at 2
* Flops after synth at 24
* DR iter-0 viols at 56
* Clk pwr share at 37.5%
* GPL Wtd Cong at 0.782
* DR pass1 iterations at 4
* Die ar. at 10200 um2
* FP Util at 16.3%
* Post-synth EDFFs at 1
* CP max stage delay at 0.65 ns
* Largest cells by area: dfxtp_1 45%, xnor2_1 7.6%, xor2_1 6.8%
[placed cells by master, fill, tap and decap left out, types with 2 or more instances in the layout]
| master | count |
|---|---|
| a21oi_1 | 2 |
| and4_1 | 2 |
| clkbuf_8 | 3 |
| dfxtp_1 | 23 |
| inv_1 | 3 |
| nand2_1 | 10 |
| nand3_1 | 6 |
| nand3_2 | 2 |
| nand4_1 | 6 |
| nor2_1 | 13 |
| nor3_1 | 3 |
| nor4_1 | 3 |
| o21ai_0 | 2 |
| o31ai_1 | 2 |
| or2_2 | 2 |
| or3_1 | 2 |
| or4_1 | 2 |
| or4_4 | 2 |
| xnor2_1 | 9 |
| xor2_1 | 8 |
[final timing paths]
check / startpoint / endpoint
setup / recovery: counter[0] / counter[18]
hold / removal: counter[0] / counter[0]
setup reg to reg: counter[0] / counter[18]
hold reg to reg: counter[0] / counter[0]
[per-stage QoR]
stage / total power, uW / instance area (um2) / std cells / worst slack (ns) / util, %
CTS: 485 / 1190 / 192 / 1.25 / 18.7
floorplan: 307 / 1030 / 111 / 1.35 / -
detailed placement: 307 / 1140 / 188 / 1.25 / 18.0
finish: 480 / 1190 / 192 / 1.25 / 18.7
global route: 497 / 1190 / 192 / 1.11 / 18.7
global placement: 307 / 1140 / 188 / 1.28 / 18.0
[cells by family after synthesis]
group / count (synthesis) / share of synthesized area (%)
XOR/XNOR: 17 / 14.4
AND/OR/NAND/NOR: 57 / 30.5
adder cells (fa/ha/maj): 1 / 1.21
buffers and inverters: 5 / 2.18
AND-OR/OR-AND: 7 / 4.24
flip-flops: 24 / 47.5
[layout make-up]
cell class                      count  area, um2  share of cell area [%]
Multi-Input combinational cell     82        527                    44.4
Sequential cell                    24        490                    41.3
Tap cell                           77       96.3                    8.11
Timing Repair Buffer                2       17.5                    1.48
Clock buffer                        4       45.0                    3.79
Inverter                            3       11.3                   0.948
[power by group through the flow]
stage / registers (uW) / logic [uW] / clock network [uW]
finish: 300 / 0.000206 / 180
global route: 300 / 0.000206 / 197
CTS: 300 / 0.000206 / 185
[routing by layer]
| metal | vias up | part of all wire (%) | GRT usage [%] |
|---|---|---|---|
| li1 | 401 | - | - |
| met1 | 330 | 52 | 4.90 |
| met2 | 4 | 44 | 5.50 |
| met3 | 2 | 4.2 | 1.32 |
| met4 | 0 | 0.35 | 0.214 |
| met5 | - | 0 | 0 |
[sequential cells by signal, indices dropped and copies added (netlist names)]
signal and flops:
counter 23, gClk 1
No activity file was given, so power comes from the tool's default toggle rates.
